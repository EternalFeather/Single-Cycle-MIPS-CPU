==> /design/flow/design.v <==
module ADD ( Input1,
			 Input2,
			 Cout);
	parameter input_size = 18;
	input  [input_size-1:0] Input1;
	input  [input_size-1:0] Input2;
	output [input_size-1:0] Cout;
	assign Cout = Input1 + Input2;
endmodule
module ALU ( ALUOp,
	     src1,
	     src2,
	     shamt,
	     ALU_result,
	     Zero );
	parameter bit_size = 32;
	input [3:0] ALUOp;
	input [bit_size-1:0] src1;
	input [bit_size-1:0] src2;
	input [4:0] shamt;
	output [bit_size-1:0] ALU_result;
	output Zero;
	reg [bit_size-1:0] ALU_result;
	reg Zero;
	wire [bit_size-1:0] sub_re;
	assign sub_re = src1 - src2;	 
	parameter  
			  op_add = 1,
			  op_sub = 2,
			  op_and = 3,
			  op_or = 4,
			  op_xor = 5,
			  op_nor = 6,
			  op_slt = 7,
			  op_sll = 8,
			  op_srl = 9,
			  op_beq = 10,
			  op_bne = 11;
	always@ (*) begin
		ALU_result = 0;
		Zero = 0;
		case (ALUOp)
			op_add : 
				begin
					ALU_result = src1 + src2;
					Zero = (ALU_result == 0) ? 1 : 0;
				end
			op_sub : 
				begin
					ALU_result = sub_re;
					Zero = (ALU_result == 0) ? 1 : 0;
				end
			op_and :
				begin
					ALU_result = src1 & src2;
					Zero = (ALU_result == 0) ? 1 : 0;
				end
			op_or  : 
				begin
					ALU_result = src1 | src2;
					Zero = (ALU_result == 0) ? 1 : 0;
				end
			op_xor : 
				begin
					ALU_result = src1 ^ src2;
					Zero = (ALU_result == 0) ? 1 : 0;
				end
			op_nor : 
				begin
					ALU_result = ~(src1 | src2);
					Zero = (ALU_result == 0) ? 1 : 0;
				end
			op_slt : 
				begin
					ALU_result = (src1 < src2) ? 1 : 0;
					Zero = (ALU_result == 0) ? 1 : 0;
				end
			op_sll : 
				begin
					ALU_result = src2 << shamt;
					Zero = (ALU_result == 0) ? 1 : 0;
				end
			op_srl : 
				begin
					ALU_result = src2 >> shamt;
					Zero = (ALU_result == 0) ? 1 : 0;
				end
			op_beq : Zero = (sub_re == 0) ? 1 : 0;
			op_bne : Zero = (sub_re == 0) ? 0 : 1;
		endcase
	end
endmodule
module Controller ( opcode,
					funct,
					Reg_imm,
					Jump,
					Branch,
					Jal,
					Jr,
					Jalr,
					Sh,
					Lh,
					Mem2Reg,
					ALUOp,
					RegWrite,
					MemWrite  
					);
	input  [5:0] opcode;
    input  [5:0] funct;
	output Reg_imm;
	output Jump;
	output Branch;
	output Jal;
	output Jr;
	output Jalr;
	output Sh;
	output Lh;
	output Mem2Reg;
	output [3:0] ALUOp;	 
	output RegWrite;
	output MemWrite;
	reg Reg_imm;
	reg Jump;
	reg Branch;
	reg Jal;
	reg Jr;
	reg Jalr;
	reg Sh;
	reg Lh;
	reg Mem2Reg;
	reg [3:0] ALUOp;
	reg RegWrite;
	reg MemWrite;
	parameter  
	          op_add = 1,
	          op_sub = 2,
	          op_and = 3,
	          op_or  = 4,
	          op_xor = 5,
	          op_nor = 6,
	          op_slt = 7,
	          op_sll = 8,
	          op_srl = 9,
	          op_beq = 10,
	          op_bne = 11;
	always@ (*) begin
		Reg_imm	= 0;
		Jump = 0;
		Branch = 0;
		Jal = 0;
		Jr = 0;
		Jalr = 0;
		Sh = 0;
		Lh = 0;
		Mem2Reg = 0;
		ALUOp = 0;
		RegWrite = 0;
		MemWrite = 0;		
		case (opcode)
		6'b00_0000 : begin  
			case (funct)
			6'b10_0000 : begin  
				ALUOp = op_add;
				RegWrite = 1;
			end
			6'b10_0010 : begin  
				ALUOp = op_sub;
				RegWrite = 1;
			end
			6'b10_0100 : begin  
				ALUOp = op_and;
				RegWrite = 1;
			end
			6'b10_0101 : begin  
				ALUOp = op_or;
				RegWrite = 1;
			end
			6'b10_0110 : begin  
				ALUOp = op_xor;
				RegWrite = 1;
			end
			6'b10_0111 : begin  
				ALUOp = op_nor;
				RegWrite = 1;
			end
			6'b10_1010 : begin  
				ALUOp = op_slt;
				RegWrite = 1;
			end
			6'b00_0000 : begin  
				ALUOp = op_sll;
				RegWrite = 1;
			end
			6'b00_0010 : begin  
				ALUOp = op_srl;
				RegWrite = 1;
			end
			6'b00_1000 : begin  
				Jr = 1;
			end		
			6'b00_1001 : begin  
				Jr = 1;
				Jalr = 1;
				Jal = 1;
				RegWrite = 1;
			end
			endcase 
		end
		6'b00_1000 : begin  
			Reg_imm	 = 1;
			ALUOp = op_add;
			RegWrite = 1;
		end
		6'b00_1100 : begin  
			Reg_imm	 = 1;
		  	ALUOp = op_and;
		  	RegWrite = 1;
		end
		6'b00_1010 : begin  
			Reg_imm	 = 1;
		  	ALUOp = op_slt;
		  	RegWrite = 1;
		end
		6'b00_0100 : begin  
			Branch = 1;
			ALUOp = op_beq;
		end
		6'b00_0101 : begin  
			Branch = 1;
      		ALUOp = op_bne;
		end
		6'b10_0011 : begin  
			Reg_imm	 = 1;
			Mem2Reg = 1;
			ALUOp = op_add;	 
		  	RegWrite = 1;
		end
		6'b10_0001 : begin  
			Reg_imm = 1;
			Lh = 1;
			Mem2Reg = 1;
			ALUOp = op_add;
			RegWrite = 1;
		end
		6'b10_1011 : begin  
			Reg_imm	 = 1;
		  	ALUOp = op_add;	 
			MemWrite = 1;
		end
		6'b10_1001 : begin  
			Reg_imm = 1;
			Sh = 1;
			ALUOp = op_add;
			MemWrite = 1;
		end
		6'b00_0010 : begin	 
          	Jump = 1; 
	    end	
		6'b00_0011 : begin	 
			Jump = 1; 
			Jalr = 1;
			Jal = 1;
			RegWrite = 1;		
		end
		endcase
	end
endmodule
module Jump_Ctrl( Zero,
                  JumpOP,
				  Branch,   
				  Jr,	 
				  Jump	 
				  );
    input Zero;
	input Branch;
	input Jr;
	input Jump;
	output [1:0] JumpOP;
	reg [1:0] JumpOP;
	always@ (*) begin
		if (Branch && Zero)
			JumpOP = 2'b01;
		else if (Jr)
			JumpOP = 2'b10;
		else if (Jump)
			JumpOP = 2'b11;
		else
			JumpOP = 2'b00;	
	end
endmodule
module Mul1 ( Input1,	
			  Input2,
			  S,
			  Cout);
	input [4:0] Input1;
	input [4:0] Input2;
	input S;
	output [4:0] Cout;
	assign Cout = (S == 0) ? Input1 : Input2;
endmodule
module Mul2 ( Input1,
			  Input2,
			  Input3,
			  Input4,
			  S,
			  Cout);
	parameter bit_size = 18;
	input [bit_size-1:0] Input1;
	input [bit_size-1:0] Input2;
	input [bit_size-1:0] Input3;
	input [bit_size-1:0] Input4;
	input [1:0] S;  
	output [bit_size-1:0] Cout;
	reg [bit_size-1:0] Cout;
	always@ (*) begin
		case (S)
			2'b00 : begin
				Cout = Input1;
			end
			2'b01 : begin
				Cout = Input2;
			end
			2'b10 : begin
				Cout = Input3;
			end
			2'b11 : begin
				Cout = Input4;
			end	
		endcase
	end
endmodule
module Mul3 ( Input1,	
			  Input2,
			  S,
			  Cout);
	input [31:0] Input1;
	input [31:0] Input2;
	input S;
	output [31:0] Cout;
	assign Cout = (S == 0) ? Input1 : Input2;
endmodule
module PC ( clk, 
			rst,
			PCin, 
			PCout);
	parameter bit_size = 18;
	input  clk, rst;
	input  [bit_size-1:0] PCin;
	output [bit_size-1:0] PCout;
	reg [bit_size-1:0] PCout;	
	always@ (posedge clk or posedge rst) begin
		if (rst) 
			PCout <= 0;
		else 
			PCout <= PCin;
	end
endmodule
module Regfile ( clk, 
				 rst,
				 Read_addr_1,
				 Read_addr_2,
				 Read_data_1,
                 Read_data_2,
				 RegWrite,
				 Write_addr,
				 Write_data);
	parameter bit_size = 32;
	input  clk, rst;
	input  [4:0] Read_addr_1;
	input  [4:0] Read_addr_2;
	output [bit_size-1:0] Read_data_1;
	output [bit_size-1:0] Read_data_2;
	input  RegWrite;
	input  [4:0] Write_addr;
	input  [bit_size-1:0] Write_data;
	reg [bit_size-1:0] Reg_out [0:31];	 
	assign Read_data_1 = Reg_out[Read_addr_1];
	assign Read_data_2 = Reg_out[Read_addr_2];
	integer i;
	always @ (posedge clk or posedge rst) begin
		if (rst) 
			for (i=0;i<32;i=i+1)
				Reg_out[i] <= 0;
		else if (RegWrite && Write_addr!=0)
			Reg_out[Write_addr] <= Write_data;
	end
endmodule
module Sign_extend ( in,
					 out );
	input  [15:0] in;
	output [31:0] out;
	assign out = {{16{in[15]}},in};	 
endmodule	
module top ( clk,
             rst,
	     IM_Address,
             Instruction,
			 DM_Address,
			 DM_enable,
			 DM_Write_Data,
			 DM_Read_Data);
	parameter data_size = 32;
	parameter mem_size = 16;	
	input  clk, rst;
	output [mem_size-1:0] IM_Address;	
	input  [data_size-1:0] Instruction;
	output [mem_size-1:0] DM_Address;
	output DM_enable;
	output [data_size-1:0] DM_Write_Data;	
    	input  [data_size-1:0] DM_Read_Data;
	parameter pc_size = 18;
	wire [pc_size-1:0] PCout;
	wire [pc_size-1:0] PC_add1;
	wire [pc_size-1:0] PC_add2;
	wire [5:0] opcode;
	wire [5:0] funct;
	wire Reg_imm;
	wire Jump;
	wire Branch;
	wire Jal;
	wire Jr;
	wire Jalr;
	wire Sh;
	wire Lh;
	wire Mem2Reg;		 
	wire [3:0] ALUOp;
	wire RegWrite;
	wire MemWrite;		 
	wire [4:0] Rd;
	wire [4:0] Rs;
	wire [4:0] Rt;
	wire [4:0] mux1_out;
	wire [4:0] mux2_out;
	wire [data_size-1:0] WD_out;
	wire [data_size-1:0] Rs_out;
	wire [data_size-1:0] Rt_out;
	wire [15:0] imm;
	wire [data_size-1:0] Sign_out;
	wire [data_size-1:0] mrt_out;
	wire [4:0] shamt;	
	wire [data_size-1:0] ALU_result;
	wire Zero;
	wire [pc_size-1:0] BranchAddr;
	wire [pc_size-1:0] JumpAddr;
	wire [1:0] Jump_S;
	wire [pc_size-1:0] Jump_PC;
	wire [data_size-1:0] DMback;
	wire [data_size-1:0] DM_out;
	assign IM_Address = PCout[pc_size-1:2];
	assign opcode = Instruction[31:26];
	assign funct = Instruction[5:0];
	assign Rd = Instruction[15:11];
	assign Rs = Instruction[25:21];
	assign Rt = Instruction[20:16];
	assign imm = Instruction[15:0];
	assign shamt = Instruction[10:6];
	assign JumpAddr	= {Instruction[15:0],2'b0};
	assign DM_Address = ALU_result[17:2];
	assign DM_enable = MemWrite;
	PC PC1 ( 
		.clk(clk), 
		.rst(rst),
		.PCin(Jump_PC), 
		.PCout(PCout)
	);
	ADD ADD1 ( 
		.Input1(PCout),
		.Input2(18'd4),
		.Cout(PC_add1)
	);
	ADD ADD2 (	
		.Input1(PC_add1),	
		.Input2(18'd4),	
		.Cout(PC_add2)
	);	
	Controller Controller1 ( 
		.opcode(opcode),
		.funct(funct),
		.Reg_imm(Reg_imm),
		.Jump(Jump),
		.Branch(Branch),
		.Jal(Jal),
		.Jr(Jr),
		.Jalr(Jalr),
		.Sh(Sh),
		.Lh(Lh),
		.Mem2Reg(Mem2Reg),
		.ALUOp(ALUOp),
		.RegWrite(RegWrite),
		.MemWrite(MemWrite)
	);
	Mul1 Rd_Rt ( 
		.Input1(Rd),
		.Input2(Rt),
		.S(Reg_imm),
		.Cout(mux1_out)
	);
	Mul1 WR ( 
		.Input1(mux1_out),
		.Input2(5'd31),
		.S(Jalr),
		.Cout(mux2_out)
	);
	Mul3 WD (
		.Input1(DMback),
		.Input2({14'b0 ,PC_add2}),	 
		.S(Jal),
		.Cout(WD_out)
	);	
	Regfile Registers1 ( 
		.clk(clk), 
		.rst(rst),
		.Read_addr_1(Rs),
		.Read_addr_2(Rt),
		.Read_data_1(Rs_out),
		.Read_data_2(Rt_out),
		.RegWrite(RegWrite),
		.Write_addr(mux2_out),
		.Write_data(WD_out)
	);
	Sign_extend Sign_extend1 ( 
		.in(imm),
		.out(Sign_out)
	);
	Mul3 Rt_imm (
		.Input1(Rt_out),
		.Input2(Sign_out),
		.S(Reg_imm),
		.Cout(mrt_out)
	);	
	ALU ALU1 ( 
		.ALUOp(ALUOp),
		.src1(Rs_out),
		.src2(mrt_out),
		.shamt(shamt),
		.ALU_result(ALU_result),
		.Zero(Zero)
	);
	ADD ADD_Branch ( 
		.Input1(PC_add1),
		.Input2({Sign_out[15:0],2'b0}),	 
		.Cout(BranchAddr)
	);
	Mul2 PC_Mux (
		.Input1(PC_add1),
		.Input2(BranchAddr),
		.Input3(Rs_out[pc_size-1:0]),
		.Input4(JumpAddr),
		.S(Jump_S),
		.Cout(Jump_PC)
	);
	Jump_Ctrl Jump_Ctrl1 (
		.Branch(Branch),
		.Zero(Zero),
		.Jr(Jr),
		.Jump(Jump),
		.JumpOP(Jump_S)
	);
	Mul3 DM_Win (
		.Input1(Rt_out),
		.Input2({{16{Rt_out[15]}}, Rt_out[15:0]}),
		.S(Sh),
		.Cout(DM_Write_Data)
	);
	Mul3 DM_Rout (
		.Input1(DM_Read_Data),
		.Input2({{16{DM_Read_Data[15]}}, DM_Read_Data[15:0]}),
		.S(Lh),
		.Cout(DM_out)
	);
	Mul3 DM_Mux1 (
		.Input1(ALU_result),
		.Input2(DM_out),
		.S(Mem2Reg),
		.Cout(DMback)
    );
endmodule
==> /design/flow/run.sh <==
#!/bin/bash
# OpenROAD 26Q1-2900-gdf79404cd8, Yosys 0.63+post, stock flow scripts
make -C /OpenROAD-flow-scripts/flow DESIGN_CONFIG=/design/flow/config.mk WORK_HOME=/design/flow/orfs finish
==> /design/flow/config.mk <==
export PLATFORM = sky130hd
export DESIGN_NAME = top
export DESIGN_NICKNAME = top
export VERILOG_FILES = /design/flow/design.v
export SDC_FILE = /design/flow/constraint.sdc
export NUM_CORES = 4
export LEC_CHECK = 1
export CORE_UTILIZATION = 50
==> /design/flow/constraint.sdc <==
current_design top

set clk_period 22.2
set clk_io_pct 0.2

create_clock -name clk0 -period $clk_period [get_ports {clk}]

set non_clock_inputs [all_inputs -no_clocks]
set_input_delay [expr $clk_period * $clk_io_pct] -clock clk0 $non_clock_inputs
set_output_delay [expr $clk_period * $clk_io_pct] -clock clk0 [all_outputs]
==> results.yml <==
# implementation run metrics
synth:
  yosys_area_um2: 63900
  avgSynthCellArea_um2: 8.23
  edf_count: 0
  yosysUniqueCellTypes: 100
  yosysCellCount: 7771
  top_cells_by_area: "dfrtp_1 (41%), o21ai_0 (6.4%), nand2_1 (5.3%)"
  yosysMostFrequentCell: "dfrtp_1"
  top_area_cell: "dfrtp_1"
  yosys-top-cells-count: "dfrtp_1 (1042), nand2_1 (903), o21ai_0 (820)"
  syn-instance-count: 7771
  async_flop_share: 1.00
  ys_ff: 1042
  syn-cell-area_um2: 63900
  synthFlopType: "dfrtp_1"
  ys_warn_count: 7
  synth_seq_share: 0.408
  yosysTopAreaCellShare: 0.408
placed_design:
  gp_congestion: 1.18
  port_buffers: 130
  place_ws_ns: 5.83
  place_hpwl_um: 275000
  placed_area_um2: 68200
outcome:
  outcome: "complete, no violations"
die:
  fp_util: 0.507
  io_pins: 131
  core_area_um2: 126000
  rows: 130
  chipArea_um2: 129000
  dieWidth_um: 360
  die_y_um: 360
routing:
  wl_per_cell_um: 42.8
  drtAntennaViolNets: 0
  firstDrtPassIters: 13
  drt_wl_total_um: 403000
  first_iter_violations: 11906
  drc: 0
  num_vias: 73899
  routed_via_density: 7.84
final_timing:
  period_needed_ns: 16.99
  timing.final.ws_setup_ns: 5.21
  setup_tns_ns: 0
  fin_worst_skew_ns: 0.0587
  timing.slew.headroom: 0.0781
  worst_pin_slew_ns: 1.38
  finalCritPeriodShare: 0.765
  rsz0062_at_grt: "no"
  setup_violations: 0
  finalHoldViolCount: 0
  clock.fmax_mhz: 58.9
  slew_viol_final: 0
setup_path:
  endpoint_kind: "output port"
  cp_data_required_time_ns: 17.76
  cp-start-kind: "input port"
  worstSetupPathType: "input port to output port"
  worstPathMaxFanout: 48
  arrival_ns: 12.55
clocking:
  cts_setup_buffers: 0
  clkSinkCount: 1042
  ctsResizeCount: 0
  ctsHoldBuffers: 0
  cts_buffer_depth: 3
  cts.reportedPaths.clkPinSlew_ns: 0.06
  cts_tree: "done"
  cts_root_buf: "clkbuf_16"
  cts_buffers: 105
  htree_levels: 3
  worstSkewPairLatency_ns: 0.78
pwr:
  power_w: 0.00543
  p_leak_nw: 31.1
  power_density_nw_per_um2: 75.5
  peakVddDrop_mv: 0.0944
global_route:
  met2_usage: 0.815
  grt.busiest_layer: "met2"
  grt_pass1_vias: 71029
  grt_util_met1: 0.689
  overflow: 0
  grt_pass1_wl_um: 558000
  use_met3: 0.446
  grtUsageTotal: 0.644
  antenna_found_initial: 33
  grt_max_degree: 126
flow_run:
  max_cap_viol_count: 0
  warning_count: 104
cells_and_area:
  drive_above_1_share: 0.104
  syn_to_final_growth_pct: 12.5
  regArea_um2: 26100
  final_area_um2: 71900
  final_core_util: 0.570
  comb_area_um2: 35100
  nFillCells: 10769
worst_hold_path:
  min_path_type: "register to register"
[path summary, 6_finish.rpt]
kind / startpoint / endpoint / slack (ns) / cells after the start
max: Instruction[18] / DM_Address[13] / 5.21 / 23
min: Registers1.Reg_out[0][10] / Registers1.Reg_out[0][10] / 0.41 / 0
max reg2reg: Registers1.Reg_out[12][6] / PC1.PCout[2] / 13.70 / 26
min reg2reg: Registers1.Reg_out[0][10] / Registers1.Reg_out[0][10] / 0.41 / 0
max in group asynchronous: rst / PC1.PCout[6] / 13.06 / 8
min in group asynchronous: rst / Registers1.Reg_out[11][11] / 4.26 / 2
[area by class of cell]
type	count	share of cell area
clock buffers	139	0.0407
multi-input cells	5819	0.489
well taps	1650	0.0287
diodes	33	0.00115
repair buffers	540	0.0609
clock inverters	54	0.00986
inverters	145	0.00762
flip-flops and latches	1042	0.363
[state kept, by name, indices dropped and copies added, names as in the netlist]
signal and cells:
Registers1.Reg_out 1024, PC1.PCout 18
[power breakdown]
group	internal (W)	leakage, nW	switching (W)	total (W)
Sequential	0.00203	14.3	0.000164	0.00220
Clock	0.00107	1.78	0.000838	0.00191
Combinational	0.000405	15.0	0.000920	0.00132
Total	0.00351	31.1	0.00192	0.00543
[worst max-delay path, stage by stage]
cell	delay [ns]
buf_2	0.24
buf_4	0.65
nand3_1	0.63
nor2_1	0.72
buf_4	0.30
a2111oi_0	0.11
and3_1	0.21
a31oi_1	0.74
buf_4	0.28
nand2_1	0.26
and2_1	0.31
ha_1	0.47
nor2_1	0.07
a221oi_1	0.36
nor2_1	0.10
o31ai_1	0.58
and2_1	0.31
o41ai_1	0.08
a2111oi_0	0.59
nand2b_1	0.18
o311a_1	0.24
nand3_1	0.15
clkdlybuf4s50_1	0.45
[per-stage QoR]
stage	instances	hold WS, ns
2_1_floorplan	7771	0.444
3_3_place_gp	9196	0.385
3_5_place_dp	9196	0.389
4_1_cts	9389	0.406
5_1_grt	9401	0.413
6_report	9422	0.405
[per-layer routing]
layer,vias to the layer above,wire (µm)
met1,34534,122000
li1,28664,-
met2,7669,154000
met5,-,3110
met4,70,52300
met3,2962,72200
[layout by cell type (no fill, tap or decap), drive strengths merged, types with 150 or more instances in the layout]
master / synthesis / routed
inv: 142 / 150
a21oi: 565 / 565
nand3: 411 / 411
nand4: 206 / 206
nand2: 903 / 903
o21ai: 834 / 834
a22oi: 309 / 309
and3: 273 / 273
buf: 126 / 418
dfrtp: 1042 / 1042
a221oi: 183 / 183
nor2: 685 / 685
[cells by family after synthesis]
logic type	after synthesis	synth area share
AND/OR/NAND/NOR	2888	0.214
adder cells (fa/ha/maj)	116	0.0231
XOR/XNOR	87	0.0119
AND-OR/OR-AND	2667	0.274
flip-flops	1042	0.408
multiplexers	61	0.0128
buffers and inverters	910	0.0558
Power is estimated from default activity; no workload was simulated.
